`/design/flow/design.v`:
```
`timescale 1ns / 1ps
module ext(
    input [15:0] imm,
    input [1:0] EOp,
    output [31:0] ext
    );
	assign ext = (EOp == 2'b00) ? {{16{imm[15]}},imm} :
					(EOp == 2'b01) ? {{16{0}},imm} :
					(EOp == 2'b10) ? {imm,{16{1'b0}}}:
					{{16{imm[15]}},imm} << 2;
endmodule
```
`/design/flow/run.sh`:
```
#!/bin/bash
# OpenROAD 26Q1-2900-gdf79404cd8, Yosys 0.63+post, stock flow scripts
make -C /OpenROAD-flow-scripts/flow DESIGN_CONFIG=/design/flow/config.mk WORK_HOME=/design/flow/orfs finish
```
`/design/flow/config.mk`:
```
export PLATFORM = sky130hd
export DESIGN_NAME = ext
export DESIGN_NICKNAME = ext
export VERILOG_FILES = /design/flow/design.v
export SDC_FILE = /design/flow/constraint.sdc
export NUM_CORES = 4
export LEC_CHECK = 1
export CORE_AREA = 10 10 70 70
export DIE_AREA = 0 0 80 80
```
`/design/flow/constraint.sdc`:
```
current_design ext

set clk_period 2.3
set clk_io_pct 0.2

create_clock -name clk0 -period $clk_period

set non_clock_inputs [all_inputs -no_clocks]
set_input_delay [expr $clk_period * $clk_io_pct] -clock clk0 $non_clock_inputs
set_output_delay [expr $clk_period * $clk_io_pct] -clock clk0 [all_outputs]
```
==> results_dict.tcl <==
# collected from the flow reports
set metrics [dict create \
    finalCriticalPeriod_ns 2.177 \
    final_cells 154 \
    grt_pass1_vias 694 \
    setup_ws_ns 0.1227 \
    synthAoiAreaFrac 0.4755 \
    fin_util 0.3121 \
    area_delta_synth_final_pct 108.8 \
    pre_cts_slack_ns -0.1567 \
    ioPinCount 50 \
    n_clock_buffer 0 \
    pwr-share-comb 1.000 \
    hold_path_class "in -> out" \
    pwr-share-clk 0 \
    grt_overflow_total 0 \
    xor_share 0 \
    warning_count 32 \
    placementRows 21 \
    diodes 0 \
    globalplace.congestion 0.7001 \
    grt_max_degree 31 \
    p_switching_mw 0.06454 \
    ir_drop_v 0.00006092 \
    status "complete, no violations" \
    max_slew.worst_pin.slew_ns 0.2265 \
    fill_cells 372 \
    top_cell_area_share 0.2941 \
    grt_pass1_wl_um 3608 \
    synth.distinct_cells 13 \
    seq_cell_count 0 \
    wirelength_um 2277 \
    netlist_area_um2 510.5 \
    fa_ha_area_frac 0 \
    ys_chip_area_um2 510.5 \
    syn_area_per_cell_um2 8.652 \
    finalSetupViolCount 0 \
    drive_gt1_frac 0.09259 \
    vias 650 \
    ff_latch_area_um2 0 \
    dp.cells 152 \
    cp.arrival_ns 1.72 \
    multiInputGateArea_um2 432.9 \
    die-height_um 80 \
    drc 0 \
    start_kind "input pin" \
    p_total_mw 0.1969 \
    power_density_nw_per_um2 184.7 \
    yosys-top-cells-count "mux2i_1 (15), o21bai_1 (15), a22o_1 (14)" \
    rsz0062_at_grt "false" \
    synth_simple_gate_area_share 0.07843 \
    drt-initial-drc-count 11 \
    p_leak_nw 0.4774 \
    final_area_um2 1066 \
    p_seq_frac 0 \
    max_freq_mhz 459.3 \
    p_int_mw 0.1324 \
    grt_usage 0.06765 \
    p_sw_frac 0.3277 \
    antenna_found_initial 0 \
    ant_nets 0 \
    drt_first_pass_iters 2 \
    wl_per_cell_um 14.79 \
    top_area_cell "mux2i_1" \
    dieWidth_um 80 \
    ys_cells 59 \
    fin_crit_sh 0.9467 \
    setup_tns_ns 0 \
    logic_family "AND-OR/OR-AND gates" \
    cap_violations 0 \
    critPathKind "in -> out" \
    worst_setup_path_end_kind "primary output" \
    finalHoldViolations 0 \
    die-area_um2 6400 \
    via_per_inst 4.221 \
    crit_path_max_fanout 7 \
    yosysSeqAreaShare 0 \
    holdWs_ns 1.801 \
    slew_violations 0 \
    coreArea_um2 3416 \
    fp_util 0.1495 \
    mux_area_frac 0.2941 \
    portBuffers 50 \
    crit_required_ns 1.84 \
    dpl_cell_area_um2 1065 \
    synthCells 59 \
    area_leaders "mux2i_1 (29%), a22o_1 (24%), o21bai_1 (22%)" \
    max_slew_margin 0.8490 \
    yosysWarnings 0 \
]
## cell type report
type | instances | area share
inverters | 1 | 0.003521
multi-input cells | 49 | 0.4061
well taps | 46 | 0.05399
repair buffers | 58 | 0.5364
## final timing paths
check / startpoint / endpoint / slack (ns) / cells after the start
setup / recovery: imm[15] / ext[31] / 0.12 / 4
hold / removal: EOp[1] / ext[0] / 1.80 / 4
## worst max-delay path: stages
cell,delay [ns]
clkdlybuf4s50_1,0.50
buf_6,0.13
a21boi_1,0.15
clkdlybuf4s50_1,0.48
## layout by cell type, fill, tap and decap left out, drive strengths merged
master / n
buf: 8
and2: 1
nor3b: 1
o21bai: 15
dlygate4sd2: 17
clkdlybuf4s50: 33
a21boi: 1
inv: 1
mux2i: 15
nor2b: 2
a22o: 14
## power by group through the flow
stage / registers, mW / logic (mW) / clock network, mW
4_1_cts: 0 / 0.198 / 0
5_1_grt: 0 / 0.218 / 0
6_report: 0 / 0.197 / 0
## repair_timing
action                                  4_1_cts  5_1_grt
endpoints found under the hold margin         0        0
hold buffers                                  0        0
endpoints found under the setup margin       30        1
resized                                      18        1
buffers inserted                              0        2
## cells by family after synthesis
logic type / count (synthesis)
and+or+nand+nor: 4
buffers and inverters: 10
muxes: 15
AOI/OAI and AO/OA: 30
## routing by layer
metal  part of all wire  vias up  GRT usage  routed length [um]
li1                   -      329          -                   -
met1               0.43      290    0.08108                 980
met2               0.42       31     0.1100                 957
met3               0.15        0    0.03750                 340
met4                  0        0          0                   0
met5                  0        -          0                   0
Power figures rest on the tool's default switching activity, not on a simulated workload.
