**flow/design.v**
```verilog
`timescale 1ns / 1ps
module forwardctrl(
	 input [31:0] D_regOut1,
	 input [31:0] D_regOut2,
	 input [31:0] E_regOut1,
	 input [31:0] E_regOut2,
	 input [31:0] M_regOut1,
	 input [31:0] M_regOut2,
    input [4:0] D_rs,
    input [4:0] D_rt,
    input [4:0] E_rs,
    input [4:0] E_rt,
    input [4:0] M_rs,
    input [4:0] M_rt,
	 input D_regW_E,
	 input [4:0] D_regWa_E,
    input E_regW_M,
    input [4:0] E_regWa_M,
	 input [31:0] E_regWd_M,
    input M_regW_W,
    input [4:0] M_regWa_W,
	 input [31:0] M_regWd_W,
	 input [31:0] D_pc8,
    input [31:0] D_pc8_E,
    input [31:0] E_pc8_M,
    input [31:0] M_pc8_W,
    output reg [31:0] regFor1_D,
    output reg [31:0] regFor2_D,
    output reg [31:0] regFor1_E,
    output reg [31:0] regFor2_E,
    output reg [31:0] regFor1_M,
    output reg [31:0] regFor2_M,
	 output reg [31:0] pc8For_D,
	 output reg [31:0] pc8For_E,
	 output reg [31:0] pc8For_M
    );
	 always@(*) begin
		pc8For_D = D_pc8_E;
		pc8For_E = E_pc8_M;
		pc8For_M = M_pc8_W;
	end
	always@(*) begin
		regFor1_D = D_regOut1;
		regFor2_D = D_regOut2;
		if(D_rs != 5'b00000) begin
			if (D_regW_E == 1 && D_regWa_E == D_rs && D_rs == 5'b11111) regFor1_D = D_pc8_E;
			else if(E_regW_M == 1 && E_regWa_M == D_rs) regFor1_D = E_regWd_M;
			else if(M_regW_W == 1 && M_regWa_W == D_rs) regFor1_D = M_regWd_W;
		end
		if(D_rt != 5'b00000) begin
			if (D_regW_E == 1 && D_regWa_E == D_rt && D_rt == 5'b11111) regFor2_D = D_pc8_E;
			else if(E_regW_M == 1 && E_regWa_M == D_rt) regFor2_D = E_regWd_M;
			else if(M_regW_W == 1 && M_regWa_W == D_rt) regFor2_D = M_regWd_W;
		end
	end
	always@(*) begin
		regFor1_E = E_regOut1;
		regFor2_E = E_regOut2;
		if(E_rs != 5'b00000) begin
			if(E_regW_M == 1 && E_regWa_M == E_rs) regFor1_E = E_regWd_M;
			else if(M_regW_W == 1 && M_regWa_W == E_rs) regFor1_E = M_regWd_W;
		end
		if(E_rt != 5'b00000) begin
			if(E_regW_M == 1 && E_regWa_M == E_rt) regFor2_E = E_regWd_M;
			else if(M_regW_W == 1 && M_regWa_W == E_rt) regFor2_E = M_regWd_W;
		end
	end
	always@(*) begin
		regFor1_M = M_regOut1;
		regFor2_M = M_regOut2;
		if(M_regW_W == 1) begin
			if(M_regWa_W == M_rs && M_rs != 5'b00000) regFor1_M = M_regWd_W;
			if(M_regWa_W == M_rt && M_rt != 5'b00000) regFor2_M = M_regWd_W;
		end
	end
endmodule
```
**flow/run.sh**
```bash
#!/bin/bash
# OpenROAD 26Q1-2900-gdf79404cd8, Yosys 0.63+post, stock flow scripts
make -C /OpenROAD-flow-scripts/flow DESIGN_CONFIG=/design/flow/config.mk WORK_HOME=/design/flow/orfs finish
```
**flow/config.mk**
```make
export PLATFORM = sky130hd
export DESIGN_NAME = forwardctrl
export DESIGN_NICKNAME = forwardctrl
export VERILOG_FILES = /design/flow/design.v
export SDC_FILE = /design/flow/constraint.sdc
export NUM_CORES = 4
export LEC_CHECK = 1
export CORE_AREA = 10 10 280 280
export DIE_AREA = 0 0 290 290
```
**flow/constraint.sdc**
```tcl
current_design forwardctrl

set clk_period 22.9
set clk_io_pct 0.2

create_clock -name clk0 -period $clk_period

set non_clock_inputs [all_inputs -no_clocks]
set_input_delay [expr $clk_period * $clk_io_pct] -clock clk0 $non_clock_inputs
set_output_delay [expr $clk_period * $clk_io_pct] -clock clk0 [all_outputs]
```
==> impl_metrics.ini <==
; physical design summary
[run_status]
status = completed

[routing]
first_iter_violations = 420
drt_first_pass_iters = 5
via_per_inst = 4.15
drt_wl_total_mm = 60.9
drc = 0
post_drt_wl_per_cell_um = 25.9
vias = 9743
ant_nets = 0

[synth]
yosysChipArea_um2 = 6870
synth_area_um2 = 6870
syn_inst = 998
postSynthAreaPerCell_um2 = 6.88
yosys_warnings = 1
yosysCellCount = 998
synth_cell_type_count = 38
synth_seq_share_pct = 0

[final_timing]
slew_violations = 0
holdWs_ns = 9.16
finalClockPeriodUsage_pct = 55.5
max_freq_ghz = 0.0787
setup_ws_ns = 10.20
setup_violations = 0
finalCriticalPeriod_ns = 12.70
slew_headroom_pct = 35.2
rsz0062_at_grt = false
worstMarginPinSlew_ns = 0.971
hold_viol = 0
fin_tns_setup_ns = 0

[placement]
hpwlAfterDp_mm = 49.5
post-place-ws_ns = 10.10
place.gp.congestion = 0.857
portBuffers = 560

[die]
ios = 720
core_area_um2 = 71900
die_h_um = 290
die-width_um = 290
row_count = 98
dieArea_um2 = 84100
fp_util_pct = 9.55

[cells_and_area]
comb_area_um2 = 5530
nClkBuffers = 0
final_util_pct = 17.8
syn2layout_area_growth_pct = 86.1
seq_cell_count = 0
regArea_um2 = 0
drive_gt1_share_pct = 11.6
fillers = 8096

[pwr]
switching_share_pct = 39.4
seq_power_share_pct = 0
p_sw_uw = 81.7
p_leak_nw = 4.22
combPwrFrac_pct = 100.0
ir_drop_mv = 0.0106
clkPwrFrac_pct = 0
power_density_nw_per_um2 = 16.2
p_int_uw = 126
finalPower_uw = 207

[global_routing]
antenna_found_initial = 9
grt_max_degree = 61
grt_pass1_vias = 9974
grt_overflow = 0
grt_usage_pct = 13.7
grt_pass1_wl_mm = 81.8

[min_path]
min_path_type = in -> out

[flow_run]
drv_cap = 0
warnings = 64

[worst_setup_path]
crit_fanout = 17
startpoint_type = input pin
end_kind = output port
cp_data_arrival_time_ns = 8.12
crit_type = in -> out
cp.required_ns = 18.32

[clock_tree]
post-cts-setup-buffer-count = 0
cts_hold_buffers = 0
cts_resized = 0
[synth_stat cells (32+ instances only)]
library cell,number,area (um^2)
inv_1,64,240
buf_2,42,210
a21oi_1,128,641
nor2_1,68,255
mux2_2,53,597
nor3_1,65,325
o21ai_0,32,160
nand2_1,72,270
buf_4,99,743
a221oi_1,64,561
clkbuf_1,37,139
xor2_1,32,280
mux2i_1,64,641
[per-layer routing]
metal  up-vias  global-route usage, %  routed length, um  share of wire, %
met3       111                   3.92               4920               8.1
met2       602                   23.6              29400                48
li1       4409                      -                  -                 -
met1      4617                   16.1              24400                40
met5         -                      0                 24             0.039
met4         4                   4.17               2120               3.5
[power by group through the flow]
stage	Clock, mW	Combinational [mW]	Sequential [mW]
6_report	0.0000000230	0.207	0
5_1_grt	0	0.223	0
4_1_cts	0	0.212	0
[placed cells by master (no fill, tap or decap), types with 3 or more instances in the layout]
master	count
nand2_1	69
xnor2_1	18
mux2_2	53
nand3_1	7
a22oi_2	30
or4_1	3
nor4_1	9
a21oi_1	126
a221oi_1	64
a22o_1	31
o221ai_2	30
and2_1	3
a21o_2	3
nand2_2	3
nor2_1	66
mux2i_1	64
diode_2	5
nor3_1	65
mux2_1	11
buf_4	26
clkdlybuf4s50_1	560
xor2_1	32
o21ai_0	32
inv_1	64
[final cells by class]
class | instances | area share [%]
antenna | 5 | 0.0979
inverter | 64 | 1.88
multi-input combinational | 743 | 43.3
tap | 950 | 9.30
timing repair buffer | 586 | 45.4
[worst paths after layout]
path / slack (ns) / endpoint / cells past startpoint / start
worst min-delay path: 9.16 / pc8For_E[10] / 0 / E_pc8_M[10]
worst max-delay path: 10.20 / regFor2_E[31] / 8 / E_regWa_M[3]
[cell families after synthesis]
family | share of synthesized area (%)
simple gates | 15.8
xor+xnor | 6.38
buf+inv | 20.9
mux | 19.8
compound gates | 37.1
[worst max-delay path, cell delays in order]
cell and delay [ns]:
clkdlybuf4s50_1 0.56, xor2_1 0.23, nor4_1 0.60, nand2_2 0.10, a21o_2 0.42, buf_4 0.34
a221oi_1 0.46, clkdlybuf4s50_1 0.82
[per-stage QoR]
stage | std cells | area [um^2]
3_5_place_dp | 2343 | 12800
5_1_grt | 2343 | 12800
6_report | 2348 | 12800
2_1_floorplan | 998 | 6870
4_1_cts | 2343 | 12800
3_3_place_gp | 2343 | 12800
