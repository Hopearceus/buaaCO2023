==> design.v <==
`timescale 1ns / 1ps
module npc(
    input [31:0] pc,
    input [25:0] index,
	 input [15:0] offset,
    input [2:0] npcOp,
    input reset,
    input cmpOut,
    input [31:0] ra,
    output [31:0] npc
    );
	wire [31:0] offset_;
	assign npc_branch = (cmpOut == 1) ? pc + 32'd4 + (offset_ << 2) : pc +32'd4;
	assign npc = (npcOp == 3'b000) ? pc + 32'd4
					:(npcOp == 3'b001) ? npc_branch
					:(npcOp == 3'b010) ? ra
					:(npcOp == 3'b011) ? {pc[31:28], index, {2{1'b0}}}
					:pc + 32'd4;
endmodule
==> run.sh <==
#!/bin/bash
# OpenROAD 26Q1-2900-gdf79404cd8, Yosys 0.63+post, stock flow scripts
make -C /OpenROAD-flow-scripts/flow DESIGN_CONFIG=/design/flow/config.mk WORK_HOME=/design/flow/orfs finish
==> config.mk <==
export PLATFORM = sky130hd
export DESIGN_NAME = npc
export DESIGN_NICKNAME = npc
export VERILOG_FILES = /design/flow/design.v
export SDC_FILE = /design/flow/constraint.sdc
export NUM_CORES = 4
export LEC_CHECK = 1
export CORE_AREA = 10 10 107 107
export DIE_AREA = 0 0 117 117
==> constraint.sdc <==
current_design npc

set clk_period 9.1
set clk_io_pct 0.2

create_clock -name clk0 -period $clk_period

set non_clock_inputs [all_inputs -no_clocks]
set_input_delay [expr $clk_period * $clk_io_pct] -clock clk0 $non_clock_inputs
set_output_delay [expr $clk_period * $clk_io_pct] -clock clk0 [all_outputs]
==> job_summary.md <==
## Synthesis and layout report

| Metric | Value |
|---|---|
| Status | finished, final reports clean |
| Proportion of layout cells with a drive suffix above 1 | 0.03503 |
| Drt wl/cell | about 16 um |
| Postcts setup bufs | 0 |
| Placed wire-length estimate | between 5 and 6 mm |
| Initial Util | 0.1472 |
| Ys cells | a little over 200 |
| DRT Wirelength | between 6 and 7 mm |
| I/O pin total | around 140 |
| Max cap viols | 0 |
| Ant. Diodes | 0 |
| Max IR drop VDD | 0.01724 mV |
| Synth Cell Area | 1354 um2 |
| CP arrival | ~4.7 ns |
| Critical Path RT | about 7.3 ns |
| Final Cycle Share | 0.7146 |
| GRT Total Usage | 0.09784 |
| Seq Cell Count | 0 |
| Final estimated routing congestion in global placement | roughly 0.75 |
| Final Total Pwr | around 120 uW |
| Drt via density | around 4.7 |
| Final hold vios | 0 |
| Number of antenna violations at the first check in global routing | 0 |
| Pwr/cell area | 42.67 nW/um2 |
| Post-Route Setup TNS | 0 ns |
| Number of port buffers | between 100 and 150 |
| Fillers | 978 |
| Register area share after synthesis | 0 |
| Final Max Tran Viols | 0 |
| GRT Residual Overflow | 0 |
| Tool warning count | 50 |
| Logic area | 1269 um2 |
| Detail Route Antenna Nets | 0 |
| Post-synthesis cell count | 203 |
| Leak Pwr | 0.9548 nW |
| Final setup viols | 0 |
| Finished Core Util | 0.2939 |
| Cell Type Count | 36 |
| Largest net degree at the start of global routing | 35 |
| Vias in the first global route | around 2200 |
| Startpoint Class | input pin |
| Mapped Avg Cell Area | 6.669 um2 |
| Register area | 0 um2 |
| DRC viols | 0 |
| Die width | roughly 120 um |
| Slew margin rel. | 0.5737 |
| Post-Place Setup Slack | approximately 2.6 ns |
| Die height | around 120 um |
| Critical path class | input pin to primary output |
| Initial DRC Count | slightly above 50 |
| # clk buffers | 0 |
| RSZ-0062 raised after global routing | false |
| Setup crit end kind | primary output |
| Global-route wire length before repair | about 11 mm |
| Vias post-DR | ~2000 |
| Drt pass-1 iters | 4 |
| # rows | 35 |
| Ys Warns | 31 |
| Number of hold buffers added after cts | 0 |
| Chip Area, Yosys | 1354 um2 |
| Final WS setup | around 2.6 ns |
| Hold/Removal Path Class | input pin to primary output |
| Fin crit period | between 6 and 7 ns |
| Fmax | roughly 150 MHz |
| Synth-to-layout area growth | 99.63% |
| Post-cts sizing count | 0 |
| Core area | 9196 um2 |
| Actual slew at the worst max-slew pin | 0.6394 ns |
| DIE AREA | around 14000 um2 |
| Crit-path max FO | 14 |
-- metrics by stage --
| step | instances | hold WS [ns] | area, um2 |
|---|---|---|---|
| after floorplan | 203 | 3.684 | 1354 |
| after global placement | 425 | 4.568 | 2703 |
| after detailed placement | 425 | 4.559 | 2703 |
| after CTS | 425 | 4.566 | 2703 |
| after global routing | 425 | 4.602 | 2703 |
| final | 425 | 4.563 | 2703 |
-- power by group --
group | internal [mW] | switching [mW]
registers | 0 | 0
clock network | 0 | 0
logic | 0.0753 | 0.0400
-- Yosys cell counts (3+ instances only) --
| cell | count | share of area |
|---|---|---|
| mux2i_1 | 30 | 0.22 |
| nor4_1 | 5 | 0.023 |
| o22ai_1 | 12 | 0.055 |
| nor3_1 | 3 | 0.011 |
| nand3_1 | 11 | 0.041 |
| nand2_1 | 20 | 0.055 |
| nand2b_1 | 3 | 0.014 |
| or4_1 | 8 | 0.044 |
| a21oi_1 | 4 | 0.015 |
| o211ai_1 | 18 | 0.10 |
| nor2_1 | 16 | 0.044 |
| inv_1 | 5 | 0.014 |
| o311ai_0 | 4 | 0.026 |
| nand4_1 | 5 | 0.023 |
| xnor2_1 | 9 | 0.058 |
| clkbuf_1 | 14 | 0.039 |
| and4_1 | 5 | 0.032 |
| o21ai_0 | 3 | 0.011 |
| o221ai_1 | 3 | 0.019 |
-- final timing paths --
| kind | startpoint | to | slack, ns | cells after the start |
|---|---|---|---|---|
| worst min-delay path | pc[0] | npc[0] | 4.56 | 4 |
| worst max-delay path | pc[2] | npc[28] | 2.60 | 7 |
-- routing by layer --
layer | GRT usage | share of wire | vias up
li1 | - | - | 1026
met2 | 0.1736 | 0.46 | 86
met3 | 0.03922 | 0.12 | 2
met4 | 0.003295 | 0.0047 | 0
met5 | 0 | 0 | -
met1 | 0.1138 | 0.41 | 882
-- area by class of cell --
cell class	count	area share
timing repair buffer	129	0.4722
multi-input combinational	180	0.4694
tap	111	0.05139
inverter	5	0.006944
-- cell families after synthesis --
kind of cell,after synthesis,share of synthesized area
AOI/OAI and AO/OA,50,0.2634
xor gates and xnor gates,11,0.07117
muxes,30,0.2218
adders and majority gates,1,0.009241
and+or+nand+nor,88,0.3641
buffers and inverters,23,0.07024
-- placed cells by master, fill, tap and decap left out, types with 8 or more instances in the layout --
cell type,instances
clkdlybuf4s50_1,124
xnor2_1,9
nor2_1,16
nand2_1,20
mux2i_1,30
o22ai_1,12
o211ai_1,18
or4_1,8
nand3_1,11
-- critical path, cell delays in order --
cell	delay, ns
clkdlybuf4s50_1	0.54
ha_1	0.24
nand4_2	0.21
or4_4	0.67
or4b_1	0.54
o211ai_1	0.11
clkdlybuf4s50_1	0.54
Power and IR drop assume default switching activity.
